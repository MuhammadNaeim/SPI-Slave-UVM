[design/flow/config.mk]
export PLATFORM = sky130hd
export DESIGN_NAME = SLAVE
export DESIGN_NICKNAME = SLAVE
export VERILOG_FILES = /design/flow/design.v
export SDC_FILE = /design/flow/constraint.sdc
export NUM_CORES = 4
export LEC_CHECK = 1
export CORE_UTILIZATION = 30
[design/flow/constraint.sdc]
current_design SLAVE

set clk_period 3.2
set clk_io_pct 0.2

create_clock -name clk0 -period $clk_period [get_ports {clk}]

set non_clock_inputs [all_inputs -no_clocks]
set_input_delay [expr $clk_period * $clk_io_pct] -clock clk0 $non_clock_inputs
set_output_delay [expr $clk_period * $clk_io_pct] -clock clk0 [all_outputs]
[design/flow/design.v]
module SLAVE (MOSI,MISO,SS_n,clk,rst_n,rx_data,rx_valid,tx_data,tx_valid);
    localparam IDLE      = 3'b000;
    localparam WRITE     = 3'b001;
    localparam CHK_CMD   = 3'b010;
    localparam READ_ADD  = 3'b011;
    localparam READ_DATA = 3'b100;
    input            MOSI, clk, rst_n, SS_n, tx_valid;
    input      [7:0] tx_data;
    output reg [9:0] rx_data;
    output reg       rx_valid, MISO;
    reg [3:0] counter;
    reg       received_address;
    reg [2:0] cs, ns;
    always @(posedge clk) begin
        if (~rst_n) begin
            cs <= IDLE;
        end
        else begin
            cs <= ns;
        end
    end
    always @(*) begin
        case (cs)
            IDLE : begin
                if (SS_n)
                    ns = IDLE;
                else
                    ns = CHK_CMD;
            end
            CHK_CMD : begin
                if (SS_n)
                    ns = IDLE;
                else begin
                    if (~MOSI)
                        ns = WRITE;
                    else begin
                        if (~received_address) 
                            ns = READ_ADD;
                        else
                            ns = READ_DATA;
                    end
                end
            end
            WRITE : begin
                if (SS_n)
                    ns = IDLE;
                else
                    ns = WRITE;
            end
            READ_ADD : begin
                if (SS_n)
                    ns = IDLE;
                else
                    ns = READ_ADD;
            end
            READ_DATA : begin
                if (SS_n)
                    ns = IDLE;
                else
                    ns = READ_DATA;
            end
        endcase
    end
    always @(posedge clk) begin
        if (~rst_n) begin
            rx_data <= 0;
            rx_valid <= 0;
            received_address <= 0;
            MISO <= 0;
            counter <= 0;  
        end
        else begin
            case (cs)
                IDLE : begin
                    rx_valid <= 0;
                end
                CHK_CMD : begin
                    if (!SS_n && received_address) counter <= 8;
                    else counter <= 10;
                end
                WRITE : begin
                    if (counter > 0) begin
                        rx_data[counter-1] <= MOSI;
                        counter <= counter - 1;
                    end
                    else begin
                        rx_valid <= 1;
                    end
                end
                READ_ADD : begin
                    if (counter > 0) begin
                        rx_data[counter-1] <= MOSI;
                        counter <= counter - 1;
                    end
                    else begin
                        rx_valid <= 1;
                        received_address <= 1;
                    end
                end
                READ_DATA : begin
                    if (tx_valid) begin
                        rx_valid <= 0;
                        if (counter > 0) begin
                            MISO <= tx_data[counter-1];
                            counter <= counter - 1;
                        end
                        else begin
                            received_address <= 0;
                        end
                    end
                    else begin
                        if (counter > 0) begin
                            rx_data[counter-1] <= MOSI;
                            counter <= counter - 1;
                        end
                        else begin
                            rx_valid <= 1;
                            counter  <= 10;  
                        end
                    end
                end
            endcase
        end
    end
    endmodule
[design/flow/run.sh]
#!/bin/bash
# OpenROAD 26Q1-2900-gdf79404cd8, Yosys 0.63+post, stock flow scripts
make -C /OpenROAD-flow-scripts/flow DESIGN_CONFIG=/design/flow/config.mk WORK_HOME=/design/flow/orfs finish
==> impl_metrics.toml <==
# implementation run metrics
[hold_path]
hold_start = "rx_data[9]"
worstHoldPathCells = 2
min_path_type = "reg2reg"
hold_path_end = "rx_data[9]"

[setup_path]
reg2reg_from = "counter[1]"
start_kind = "flip-flop"
crit_arrival_ps = 3040
endpoint_kind = "flip-flop"
critPathMaxStageDelay_ps = 400
required_ps = 3340
critPathKind = "reg2reg"
reg2regPathDepth = 11
r2r_slack_ps = 300
crit_family = "simple AND/OR/NAND/NOR gates"
critical_path.max_fanout = 9
critical_path_buf_inv_count = 2
rr_endpoint = "rx_data[7]"
cp_cell_sequence = "inv_1, ha_1, xor2_1, or3_1, inv_1, ha_1, nor4bb_1, nand3_1, nor3_4, nand4_1, mux2i_1"
cp_slowest_cell = "or3_1"

[placed_design]
dp_hpwl_um = 2450
gp_congestion = 0.790
port_buffers = 24
dp_slack_ps = 313
dp_cells = 263

[global_route]
overflow = 0
grt_pass1_wl_um = 5540
grtUsageMet3 = 0.0197
gr-usage-met2 = 0.196
grt_pass1_vias = 1225
grtUsageMet1 = 0.213
grt_use_total = 0.133
top_usage_layer = "met1"
antenna_found_initial = 0
grt_max_degree = 22

[detailed_routing]
final_antenna_net_count = 0
vias = 1330
routedWlPerCell_um = 12.6
drc = 0
n_antenna_cell = 0
drtPass1Iterations = 4
viasPerCell = 4.98
drtIter0Drc = 19
wl_um = 3360

[sta]
hold_viol = 0
skew_ps = 3.09
hold_slack_ps = 462
max_slew_margin = 0.684
unconstrained_endpoints = 3
period_used_share = 0.906
slew_violations = 0
finalSetupViolCount = 0
worstMarginPinSlew_ps = 472
fin_setup_tns_ps = 0
max_freq_ghz = 0.345
min_period_ps = 2900
unclocked_regs = 3
finalWorstSetupSlack_ps = 301
rsz0062_at_grt = "false"

[cells_and_area]
final_cell_count_no_fill = 267
drive_above_1_share = 0.0800
syn_to_final_growth_pct = 25.9
utilization = 0.395

[floorplanning]
core_area_um2 = 4750
rows = 25
die-area_um2 = 5260
fp.dieW_um = 72.5
chipHeight_um = 72.5
io_pins = 25
fp_util = 0.314

[clock_network]
post_cts_resized = 0
cts_buffer_depth = 2
htreeDepth = 1
hold_buffers = 0
path_clk_slew_ps = 80
cts_root_buf = "clkbuf_8"
cts_buffers = 3
clock_latency_ps = 260
postCtsSetupBuffers = 0
cts_tree = "built"

[pwr]
power_leakage_uw = 0.000769
ir_drop_mv = 0.136
p_per_area_nw_per_um2 = 326

[yosys]
synth_chip_area_um2 = 1490
synth_cells = 177
ys.flops = 23
edf_count = 0
yosys_cells = 177
async_flop_share = 0
synth_xor_xnor_area_share = 0.0394
top_logic_kind = "simple AND/OR/NAND/NOR gates"
mux_share = 0.104
avgSynthCellArea_um2 = 8.43
yosys_warnings = 1
ys_sh_simple = 0.297
ys_types = 45
fa_ha_area_frac = 0.0838
ff_type = "dfxtp_1"
compound_area_frac = 0.124
synth_area_um2 = 1490

[job]
maxCapViolations = 0
warning_count = 27

[outcome]
status = "complete, no violations"
-- through the flow --
step	power (µW)	instance area [µm²]
floorplan	321	1490
global placement	356	1810
detailed placement	355	1810
CTS	618	1880
global route	638	1880
finish	613	1880
-- sequential cells by signal, summed over array words and instances (netlist names) --
name              cells
counter               4
cs                    3
rx_data              10
ns                    3
MISO                  1
received_address      1
rx_valid              1
-- synth_stat cells, types with 4 or more instances --
cell type	count	area [µm²]
a21oi_1	5	25.0
buf_2	4	20.0
clkbuf_1	5	18.8
dfxtp_1	20	400
ha_1	10	125
inv_1	10	37.5
mux2i_1	11	110
nand2_1	19	71.3
nand3_1	8	40.0
nand4_1	8	50.1
nor2_1	13	48.8
nor2b_1	6	37.5
nor3_1	5	25.0
o21ai_0	6	30.0
-- where the power goes --
part           total, µW  internal [µW]  switching (µW)
logic               96.0           45.3            50.6
registers            255            251            3.70
clock network        262            167            94.7
-- layout make-up --
class | instances | area, µm²
Fill cell | 496 | 2880
Multi-Input combinational cell | 134 | 967
Sequential cell | 23 | 445
Timing Repair Buffer | 28 | 270
Tap cell | 67 | 83.8
Clock buffer | 3 | 41.3
Inverter | 11 | 41.3
Clock inverter | 1 | 30.0
-- metal layers --
metal  share of wire  wire [µm]
met1            0.52       1750
met2            0.43       1440
met3           0.039        131
met4           0.011         38
met5               0          0
-- worst min-delay path, delay by kind of cell (launching register included) --
| family | cells | cell delay [ps] |
|---|---|---|
| muxes | 1 | 50 |
| and+or+nand+nor | 1 | 50 |
| DFF | 1 | 310 |
-- worst max path at each step --
| stage | cells past startpoint | start | slack, ps | endpoint |
|---|---|---|---|---|
| global route | 10 | counter[1] | 50 | rx_data[0] |
| finish | 11 | counter[1] | 300 | rx_data[7] |
| CTS | 11 | counter[1] | 300 | rx_data[7] |
-- kinds of logic (layout without fill, tap and decap cells) --
kind of cell | Yosys count | in the layout
latches | 3 | 3
and+or+nand+nor | 80 | 80
adders and majority gates | 10 | 10
muxes | 13 | 13
xor gates and xnor gates | 5 | 5
AOI/OAI and AO/OA | 26 | 26
DFF | 20 | 20
buffers and inverters | 20 | 43
-- cell usage in the layout (no fill, tap or decap), types with 4 or more instances in the layout --
master and count:
nor2b_1 6, nand3_1 8, nand2_1 19, nor3_1 5
buf_4 4, o21ai_0 6, dfxtp_1 20, mux2i_1 11
nand4_1 8, clkdlybuf4s50_1 24, ha_1 10, nor2_1 13
inv_1 10, a21oi_1 5
Power figures rest on the tool's default switching activity, not on a simulated workload.
